===== flow/run.sh =====
#!/bin/bash
# OpenROAD 26Q1-2900-gdf79404cd8, Yosys 0.63+post, stock flow scripts
make -C /OpenROAD-flow-scripts/flow DESIGN_CONFIG=/design/flow/config.mk WORK_HOME=/design/flow/orfs finish

===== flow/config.mk =====
export PLATFORM = sky130hd
export DESIGN_NAME = diskdrives
export DESIGN_NICKNAME = diskdrives
export VERILOG_FILES = /design/flow/design.v
export SDC_FILE = /design/flow/constraint.sdc
export NUM_CORES = 4
export LEC_CHECK = 1
export CORE_UTILIZATION = 50
export SYNTH_MEMORY_MAX_BITS = 65536

===== flow/constraint.sdc =====
current_design diskdrives

set clk_period 435.7
set clk_io_pct 0.2

create_clock -name clk0 -period $clk_period [get_ports {clk12}]
create_clock -name clk1 -period $clk_period [get_ports {clk24}]

set non_clock_inputs [all_inputs -no_clocks]
set_input_delay [expr $clk_period * $clk_io_pct] -clock clk0 $non_clock_inputs
set_output_delay [expr $clk_period * $clk_io_pct] -clock clk0 [all_outputs]

===== flow/design.v =====
module diskdrives#(parameter NR_DISK = 2, parameter SHARED_FDC = 0) (
	input wire[7:0] disk_data_in,
	output wire[7:0] disk_data_out,
	output wire[31:0] disk_sr,
	input wire[31:0] disk_cr,
	input wire disk_data_clkout,
	input wire disk_data_clkin,
	input wire[1:0] disk_wp,
	input wire disk1_n,
	input wire disk2_n,
	input wire[2:0] cpuaddr,
	input wire rd_n,
	input wire wr_n,
	input wire[7:0] data_from_cpu,
	output wire[7:0] wd1770_dout,
	output wire[7:0] wd1770_dout2,
	input wire rstn,
	input wire clk12,
	input wire clk24
);
	generate if (SHARED_FDC == 1) begin
	assign wd1770_dout2 = wd1770_dout;
	wd1770 wd1770_inst(
		.dd0in(disk_data_in),
		.dd0inclk(disk_data_clkin),
		.dd0out(disk_data_out),
		.dd0outclk(disk_data_clkout),
		.dsr(disk_sr),
		.dcr(disk_cr),
		.drsel(disk1_n),
		.drwp({disk_wp[0], disk_wp[1]}),
		.clk(clk12),
		.din(data_from_cpu[7:0]),
		.dout(wd1770_dout[7:0]),
		.a1_0(cpuaddr[1:0]),
		.rd(!(disk1_n && disk2_n) && !rd_n),
		.wr(!(disk1_n && disk2_n) && !wr_n),
		.rstn(rstn),
		.side(cpuaddr[2])
		);
	end endgenerate
	reg wd1770_switch = 1'b0;
	wire[7:0] disk_data_out1;
	wire[7:0] disk_data_out2;
	wire[31:0] disk_sr1;
	wire[31:0] disk_sr2;
	generate if (SHARED_FDC == 0) begin
	reg prev_disk1_n = 1'b1;
	reg prev_disk2_n = 1'b1;
	always @(posedge clk24) begin
		{prev_disk1_n, prev_disk2_n} <= {disk1_n, disk2_n};
		if (!disk1_n && prev_disk1_n) wd1770_switch <= 1'b0;
		if (!disk2_n && prev_disk2_n) wd1770_switch <= 1'b1;
	end
	assign disk_data_out = wd1770_switch ? disk_data_out2 : disk_data_out1;
	assign disk_sr = wd1770_switch ? disk_sr2: disk_sr1;
	wd1770 wd1770_inst(
		.dd0in(disk_data_in),
		.dd0inclk(disk_data_clkin & ~wd1770_switch),
		.dd0out(disk_data_out1),
		.dd0outclk(disk_data_clkout & ~wd1770_switch),
		.dsr(disk_sr1),
		.dcr(wd1770_switch ? 32'd0 : disk_cr),
		.drsel(1'b1),
		.drwp({1'b1, disk_wp[0]}),
		.clk(clk12),
		.din(data_from_cpu[7:0]),
		.dout(wd1770_dout[7:0]),
		.a1_0(cpuaddr[1:0]),
		.rd(!disk1_n && !rd_n),
		.wr(!disk1_n && !wr_n),
		.rstn(rstn),
		.side(cpuaddr[2])
		);
  end endgenerate
	generate if (NR_DISK == 2 && SHARED_FDC == 0) begin
	wd1770 wd1770_inst2(
		.dd0in(disk_data_in),
		.dd0inclk(disk_data_clkin & wd1770_switch),
		.dd0out(disk_data_out2),
		.dd0outclk(disk_data_clkout & wd1770_switch),
		.dsr(disk_sr2),
		.dcr(wd1770_switch ? disk_cr : 32'd0),
		.drsel(1'b0),
		.drwp({disk_wp[1], 1'b0}),
		.clk(clk12),
		.din(data_from_cpu[7:0]),
		.dout(wd1770_dout2[7:0]),
		.a1_0(cpuaddr[1:0]),
		.rd(!disk2_n && !rd_n),
		.wr(!disk2_n && !wr_n),
		.rstn(rstn),
		.side(cpuaddr[2])
		);
  end endgenerate;
endmodule
module fifo#(parameter RAM_SIZE = 256, parameter ADDRESS_WIDTH = 8, parameter WORD_SIZE = 8)(
  output wire [WORD_SIZE-1:0] q,
  input wire [WORD_SIZE-1:0] d,
  input wire clk,
  input wire write,
  input wire read,
  input wire reset,
  output wire empty,
  output wire full);
  reg[WORD_SIZE-1:0] mem [0:RAM_SIZE-1]  ;
  reg[ADDRESS_WIDTH-1:0] raddr = 0;
  reg[ADDRESS_WIDTH-1:0] raddr_l = 0;
  reg[ADDRESS_WIDTH-1:0] waddr = 0;
  reg[ADDRESS_WIDTH:0] size = 0;
  reg prev_write = 1'b0;
  reg prev_read = 1'b0;
  always @(posedge clk) begin
    prev_write <= write;
    prev_read <= read;
    if (prev_write && !write && size != RAM_SIZE) begin
      mem[waddr] <= d;
      waddr <= waddr + 1;
      size <= size + 1;
    end
    else if (prev_read && !read && size != 0) begin
      raddr <= raddr + 1;
      size <= size - 1;
    end
    else if (reset) begin
      raddr <= 1'b0;
      waddr <= 1'b0;
      size <= 1'b0;
    end
  end
  assign empty = size == 0;
  assign q = mem[raddr];
  assign full = size == RAM_SIZE;
endmodule
module wd1770(
  input wire[7:0] dd0in,
  input wire dd0inclk,
  output wire[7:0] dd0out,
  input wire dd0outclk,
  output reg[31:0] dsr,
  input wire[31:0] dcr,
  input wire clk,
  input wire drsel,
  input wire[1:0] drwp,
  input wire [7:0] din,
  output reg[7:0] dout,
  input wire [1:0] a1_0,
  input wire rd,
  input wire wr,
  input wire rstn,
  input wire side
  );
  reg[7:0] trk;
  reg[7:0] sect;
  reg step_in = 1'b1;
  reg cmd_is_type_1 = 1'b0;
  reg motor_on = 1'b0;
  reg disk_wp = 1'b0;
  reg datamark_n = 1'b0;
  reg lostdata = 1'b0;
  reg[31:0] spincount = 32'd0;
  reg spinning = 1'b0;
  parameter CR = {2'b01, 2'b00};
  parameter SR = {2'b10, 2'b00};
  parameter TRKW = {2'b01, 2'b01};
  parameter TRKR = {2'b10, 2'b01};
  parameter SECTW = {2'b01, 2'b10};
  parameter SECTR = {2'b10, 2'b10};
  parameter DATAW = {2'b01, 2'b11};
  parameter DATAR = {2'b10, 2'b11};
  parameter TRK = 2'b01;
  parameter SECT = 2'b10;
  parameter DATA = 2'b11;
  localparam IDLE = 0;
  localparam READSECT = 1;
  localparam READING = 2;
  localparam WRITING = 3;
  localparam COMMIT = 4;
  localparam WAITEND = 5;
  localparam STARTREAD = 6;
  localparam STARTWRITE = 7;
  reg[2:0] state = IDLE;
  reg crcerror, recnotfound, spinupcomplete;
  wire trk0_n;
  assign trk0_n = trk != 8'h00;
  wire busy = state != IDLE;
  reg prev_rd = 1'b0, prev_wr = 1'b0;
  reg[7:0] data_reg = 8'h00;
  wire[7:0] fifo_out_data;
  wire fifo_empty;
  reg fifo_reset = 1'b0;
  reg fifo_out_read = 1'b0;
  reg side_latched = 1'b0;
  fifo #(.RAM_SIZE(512), .ADDRESS_WIDTH(9)) fifo_in(
    .q(fifo_out_data),
    .d(dd0in),
    .clk(clk),
    .write(dd0inclk),
    .read(fifo_out_read),
    .reset(fifo_reset),
    .empty(fifo_empty));
  reg fifo_in_write = 1'b0;
  reg[7:0] fifo_in_data = 8'h00;
  reg writing_sector = 1'b0;
  reg sector_commit = 1'b0;
  reg[9:0] fifo_in_size = 1'b0;
  reg prev_dsr4 = 1'b0;
  wire fifo_out_empty;
  reg drq = 1'b0;
  reg index = 1'b0;
  fifo #(.RAM_SIZE(512), .ADDRESS_WIDTH(9)) fifo_out(
    .q(dd0out),
    .d(fifo_in_data),
    .clk(clk),
    .write(fifo_in_write),
    .read(dd0outclk),
    .reset(fifo_reset),
    .empty(fifo_out_empty));
  always @(posedge clk) begin
		if (spincount[31:0] == 32'd60000000)
			spinning <= 1'b0;
		else
			spincount[31:0] <= spincount[31:0] + 1;
    if (!rstn) begin
      drq <= 1'b0;
      dsr[31:0] <= 0;
      fifo_reset <= 1;
      fifo_in_size <= 1'b0;
      state <= IDLE;
    end else fifo_reset <= 0;
    case ({(!prev_rd && rd), (!prev_wr && wr), a1_0[1:0]})
      CR: begin
        disk_wp <= 1'b0;
        cmd_is_type_1 <= !din[7] || din[7:4] == 4'hd;
				side_latched <= side;
        drq <= 1'b0;  
        casez(din)
          8'b0000????: begin  
            trk <= 8'h00;
						spincount[31:0] <= 32'd0;
						spinning <= 1'b1;
            end
          8'b0001????: begin  
            trk <= data_reg;
						spincount[31:0] <= 32'd0;
						spinning <= 1'b1;
          end
          8'b001?????: begin  
            if (step_in && din[4] && trk != 8'hff)
              trk <= trk + 1;
            else if (!step_in && din[4] && trk != 8'h00)
              trk <= trk - 1;
						spincount[31:0] <= 32'd0;
						spinning <= 1'b1;
          end
          8'b010?????: begin  
            if (din[4] && trk != 8'hff)
              {trk, step_in} <= {trk + 1, 1'b1};
						spincount[31:0] <= 32'd0;
						spinning <= 1'b1;
          end
          8'b011?????: begin  
            if (din[4] && trk != 8'h00)
              {trk, step_in} <= {trk - 1, 1'b0};
						spincount[31:0] <= 32'd0;
						spinning <= 1'b1;
          end
          8'b100?????: begin  
						spincount[31:0] <= 32'd0;
						spinning <= 1'b1;
            state <= STARTREAD;
          end
          8'b101?????: begin  
            if (drwp[drsel]) begin
              disk_wp <= 1'b1;
              state <= IDLE;
            end else begin
              state <= STARTWRITE;
            end
						spincount[31:0] <= 32'd0;
						spinning <= 1'b1;
          end
          8'b1100????: begin  
          end
          8'b1110????: begin  
          end
          8'b1111????: begin  
            if (drwp[drsel]) begin
              disk_wp <= 1'b1;
              state <= IDLE;
            end else begin
              state <= IDLE;
            end
						spincount[31:0] <= 32'd0;
						spinning <= 1'b1;
          end
          8'b1101????: begin  
						drq <= 1'b0;
						fifo_reset <= 1;
						fifo_in_size <= 1'b0;
						state <= IDLE;
						spincount[31:0] <= 32'd0;
						spinning <= 1'b1;
          end
        endcase  
        recnotfound <= 1'b0;
      end  
      SR: begin
        index <= spinning ? !index : 0;
        dout <= cmd_is_type_1 ?
          {motor_on,    1'b0, spinupcomplete, recnotfound, crcerror,  !trk0_n, index, busy} :
          {motor_on, disk_wp,     datamark_n, recnotfound, crcerror, lostdata, drq, busy};
        if (state == READING) begin
          drq <= !fifo_empty;
          if (fifo_empty) begin
            state <= IDLE;
          end
          if (!dcr[4]) {dsr[16], dsr[19]} <= 2'b00;
        end else if (state == WRITING) begin
          drq <= fifo_in_size != 512;
        end if (state == WAITEND && !dcr[4]) begin
          {dsr[16], dsr[19]} <= 2'b00;
          fifo_in_size <= 0;
          state <= IDLE;
        end
      end
      TRKW: trk <= din;
      TRKR: dout <= trk;
      SECTW: sect <= din;
      SECTR: dout <= sect;
      DATAW: begin
        data_reg <= din;
        if (state == WRITING) begin
          fifo_in_write <= 1'b1;
          fifo_in_data <= din;
          fifo_in_size <= fifo_in_size + 1;
          if (fifo_in_size == 511) begin
            if (drsel)
              dsr[21:0] <= {6'b100000, 3'b000, side_latched, trk[6:0], sect[4:0]};
            else
              dsr[21:0] <= {6'b010000, 3'b000, side_latched, trk[6:0], sect[4:0]};
            state <= COMMIT;
          end
          drq <= 1'b0;
        end
      end
      DATAR: begin
        drq <= 1'b0;
        if (state == READING && !fifo_empty) begin
          fifo_out_read <= 1'b1;
          dout[7:0] <= fifo_out_data[7:0];
        end else begin
            dout[7:0] <= 8'hff;
        end
      end
      default: begin
        fifo_out_read <= 1'b0;
        fifo_in_write <= 1'b0;
        fifo_reset <= 1'b0;
      end
    endcase
    prev_rd <= rd;
    prev_wr <= wr;
    if (dcr[4] && state == COMMIT) begin  
      dsr[20] <= 1'b0;  
      dsr[21] <= 1'b0;  
      dsr[16] <= 1'b1;  
      recnotfound <= dcr[3];
      state <= dcr[3] ? IDLE : WAITEND;
    end
    if (dcr[4] && state == READSECT) begin  
      dsr[17] <= 1'b0;  
      dsr[18] <= 1'b0;  
      dsr[16] <= 1'b1;  
      recnotfound <= dcr[3];
      state <= dcr[3] ? IDLE : READING;
    end
    if (state == STARTREAD) begin
      state <= READSECT;
      fifo_reset <= 1'b1;
      if (drsel)
        dsr[21:0] <= {6'b000100, 3'b000, side_latched, trk[6:0], sect[4:0]};
      else
        dsr[21:0] <= {6'b000010, 3'b000, side_latched, trk[6:0], sect[4:0]};
    end
    if (state == STARTWRITE) begin
      state <= WRITING;
      fifo_reset <= 1'b1;
      fifo_in_size <= 1'b0;
    end
  end
endmodule

==> results_slide.txt <==
Implementation Results

Placed design
  – Dpl ws: 340730 ps
  – PortBufs: 74
  – Area after DPL: 676400 um2
  – Detailed Place HPWL: 1073000 um
  – Placer Congestion: 0.9076

Drt
  – DRT iter0 DRCs: 21393
  – Drt via density: 6.235
  – DR WL/cell: 34.91 um
  – DRC errors left: 0
  – 1st-pass router iterations: 6
  – Via Count: 310924
  – Total Wirelength: 1741000 um
  – DRT antenna net count: 0

Yosys
  – Most common reg cell: edfxtp_1
  – MUX area fraction: 17.16%
  – Post-synthesis simple-gate area fraction: 2.579%
  – Yosys xor share: 0.1838%
  – Yosys adder share: 0.07818%
  – Post-Syn Area: 653000 um2
  – Post-synth seq share: 76.77%
  – Cell Type Count: 97
  – Yosys warnings: 7
  – Post-synth EDFFs: 16591
  – Yosys stat area: 653000 um2
  – Main logic family after synthesis: multiplexers
  – Async set-reset flop share out of synthesis: 0%
  – Avg Cell Area, Syn: 21.82 um2
  – Ao+oa area frac: 1.732%
  – Yosys reg bits: 16746
  – # Cells Yosys: 29925
  – Syn Inst Count: 29925

Clock network
  – TritonCTS Sinks: 16746
  – Resize count post-CTS: 0
  – # Post-CTS Setup Buffers: 0
  – CTS tree: built
  – Worst-path clk slew: 60 ps

Power and ir drop
  – Leakage: 226.0 nW
  – Net Switching: 0.0007555 W
  – Pwr dens: 4.720 nW/um2
  – Gate power share: 7.1%
  – Sequential fraction of design power: 51.1%
  – Overall power: 0.003455 W
  – Clock share of power: 41.8%
  – Peak supply drop: 0.004366 mV
  – Pint: 0.002699 W
  – Switch share: 21.87%

Floorplan
  – Ports: 118
  – Die Y: 1145 um
  – Chip area: 1311000 um2
  – Core Util at FP: 50.16%
  – Cell Rows: 419
  – Die width: 1145 um
  – Core region area: 1302000 um2

Worst hold path
  – Hold Path Class: register to register

Final timing
  – Setup TNS: 0 ps
  – Final setup violation count: 0
  – RSZ-0062 raised after global routing: false
  – Max Clock Skew: 81.98 ps
  – Final Worst Setup Slack: 339570 ps
  – Slew Limit Headroom: 7.661%
  – Slew Viols, Final: 0
  – Worst-margin pin slew: 1371 ps
  – Hold slack final: 363.3 ps
  – Endpoints failing hold: 0

Layout
  – Layout cells sized above 1: 25.98%
  – Final instance area: 731800 um2
  – Area grow syn2layout: 12.07%

Critical path
  – Crit path capture type: output port
  – Required @ worst endpoint: 348560 ps
  – Crit path kind: register to output port
  – CP max stage delay: 940 ps
  – WP data arrival: 8990 ps
  – Most frequent CP cell: buf_4
  – Worst-path cell chain: buf_4 -> buf_4 -> buf_4 -> buf_4 -> buf_4 -> buf_4 -> mux4_2 -> mux4_2 -> nand2_1 -> o31ai_1 -> o21ai_0 -> nor3_1 -> buf_4 -> o221ai_2 -> buf_4 -> o31ai_2 -> buf_4 -> clkdlybuf4s50_1
  – Slowest cell on crit path: nor3_1
  – CP top delay family: buffers and inverters
  – CP Launch Type: register
  – Critical Path Fanout Max: 33
  – Crit path buffers/inverters: 10

Run
  – Count of tool warnings: 134
  – Maximum Capacitance Violations: 0

Global route
  – Global-route wire length before repair: 2486000 um
  – Vias in the first global route: 344276
  – GR Overflow Total: 0
  – Gr usage total: 30.44%
  – Largest net degree at the start of global routing: 141
  – Number of antenna violations at the first check in global routing: 92

Run status
  – Outcome: finished, final reports clean
power groups by stage:
| stage | sequential [W] | combinational (W) | clock [W] |
|---|---|---|---|
| final | 0.00177 | 0.000244 | 0.00144 |
| after CTS | 0.00177 | 0.000245 | 0.00147 |
| after global routing | 0.00177 | 0.000258 | 0.00153 |
path summary, 6_finish.rpt:
check	slack, ps	startpoint	end	cells after the start
worst max-delay path	339570	genblk3.wd1770_inst2.fifo_out.raddr[0]	disk_data_out[5]	18
worst min-delay path	360	genblk2.wd1770_inst.fifo_out_read	genblk2.wd1770_inst.fifo_in.prev_read	0
worst min register to register	360	genblk2.wd1770_inst.fifo_out_read	genblk2.wd1770_inst.fifo_in.prev_read	0
max in group clk1	347650	disk1_n	wd1770_switch	4
worst max register to register	428550	genblk3.wd1770_inst2.fifo_in.raddr[0]	genblk3.wd1770_inst2.dout[1]	12
min in group clk1	450	genblk2.prev_disk2_n	wd1770_switch	2
cell usage after synthesis (40+ instances only):
library cell	count	area, um2
mux2_2	72	810.8
nor2b_1	57	356.6
o22ai_1	98	613.1
mux4_2	4576	103100
a221oi_1	96	840.8
nor2_1	2549	9568
nand3_1	191	955.9
xnor2_1	71	621.9
a22o_1	61	534.3
mux2i_1	749	7497
a31oi_1	56	350.3
clkbuf_1	805	3022
and3_1	69	431.7
o21ai_0	236	1181
nand2_1	723	2714
a21oi_1	352	1762
nand4_1	55	344.1
buf_6	88	991.0
a22oi_1	214	1607
buf_4	246	1847
nor3_1	104	520.5
edfxtp_1	16591	498200
xor2_1	66	578.1
buf_1	145	544.3
o221ai_1	117	1025
dfxtp_1	155	3103
and2_1	59	369.1
buf_2	497	2487
ha_1	40	500.5
a211oi_1	85	638.1
inv_1	81	304.0
area by class of cell:
type | instances | area [um2]
clock inverter | 985 | 9397
sequential | 16746 | 501300
multi-input combinational | 11272 | 142800
clock buffer | 2107 | 45670
fill | 93243 | 569900
inverter | 97 | 406.6
timing repair buffer | 1262 | 10290
tap | 17261 | 21600
antenna | 134 | 335.3
per-layer routing:
metal | share of wire [%] | vias up | GRT usage, % | wire length [um]
met2 | 46 | 19814 | 41.74 | 800300
met5 | 0.26 | - | 2.388 | 4456
met3 | 19 | 3552 | 24.28 | 324300
li1 | - | 128188 | - | -
met4 | 4.7 | 165 | 10.36 | 81880
met1 | 30 | 159205 | 38.89 | 529500
cells by family after synthesis:
group	count (synthesis)
DFF	16746
adders and majority gates	41
other	1
and+or+nand+nor	4029
buffers and inverters	1916
AOI/OAI and AO/OA	1633
muxes	5422
xor gates and xnor gates	137
cell usage in the layout (no fill, tap or decap), types with 31 or more instances in the layout:
cell             instances
buf_4                 1138
mux4_2                4576
a21oi_1                351
clkbuf_1               325
clkinv_1               373
buf_12                  49
mux2i_1                749
nor2_1                2524
nand2_4                 55
o221ai_1               116
a311oi_1                31
bufinv_16              178
nand3_1                187
o21ai_0                232
nand2_1                666
clkinv_2               330
mux2_2                  72
xnor2_1                 71
a22o_1                  61
nand4_1                 55
o211ai_1                38
and3_1                  67
nor4_1                  34
inv_1                   75
clkinvlp_4              60
ha_1                    40
nor2b_1                 44
dfxtp_1                154
edfxtp_1             16591
clkdlybuf4s50_1         62
o22ai_1                 98
a221oi_1                96
xor2_1                  66
clkbuf_16             1769
and2_1                  51
a22oi_1                214
diode_2                134
a211oi_1                83
nor3_1                  98
a31oi_1                 56
through the flow:
step,utilization [%],cells
finish,56.22,49864
global route,56.21,49793
CTS,56.19,49730
detailed placement,51.96,46637
global placement,51.96,46637
floorplan,-,29934
repair_timing:
action                                 CTS  global route
setup endpoints to repair                0             0
hold buffers                             1             0
endpoints found under the hold margin    9             0
Power and IR drop assume default switching activity.
